<file path="design.v">
module eclsensor (clk, txd, rxd, ir_tx, ir_rx, led);
	parameter kClockHz = 25_000_000;	 
	parameter kSerialInvert = 1;		 
	parameter kBaudRate = 921600;		 
	parameter kModulationHz = 38000;	 
	parameter kBurstMicrosec = 2500;     
	parameter kQuietMicrosec = 500;      
	parameter kTxCount = 12;
	parameter kRxCount = 20;
	parameter kRxTimerNybbles = 4;
	parameter kRxTimerBits = kRxTimerNybbles * 4;
	output reg [kTxCount-1:0] ir_tx;
	input [kRxCount-1:0] ir_rx;
	output led;
	input clk;
	output reg txd;
	input rxd;
	assign led = 0;
	reg [8:0] modulation_timer = 0;
	reg modulation_state = 0;
	wire modulation_next = !modulation_state;
	wire modulation_edge = modulation_timer == kClockHz / kModulationHz / 2;
	always @(posedge clk) begin
		if (modulation_edge) begin
			modulation_timer <= 0;
			modulation_state <= modulation_next;
		end
		else
			modulation_timer <= modulation_timer + 1'b1;
	end
	reg [11:0] cycle_timer = 0;
	wire state_tx_modulating = cycle_timer < kBurstMicrosec * 2 * kModulationHz / 1000000;
	wire state_tx_end = modulation_edge && cycle_timer == (kBurstMicrosec + kQuietMicrosec) * 2 * kModulationHz / 1000000;
	always @(posedge clk)
		if (modulation_edge) begin
			if (text_busy || state_tx_end)
				cycle_timer <= 1'b0;
			else
				cycle_timer <= cycle_timer + 1'b1;
		end
	reg [3:0] current_tx = 0;
	wire [3:0] prev_tx = ~|current_tx ? kTxCount-1'b1 : current_tx-1'b1;
	wire state_tx_end_last = state_tx_end && current_tx == kTxCount-1;
	always @(posedge clk)
		if (state_tx_end_last)
			current_tx <= 0;
		else if (state_tx_end)
			current_tx <= current_tx + 1'b1;
	always @(posedge clk)
		ir_tx <= (state_tx_modulating && !text_busy && modulation_state) << current_tx;
	reg [kRxCount-1:0] ir_rx_reg;
	always @(posedge clk)
		ir_rx_reg <= ir_rx;
	reg [kRxTimerBits-1:0] rx_counter[0:kRxCount-1];
	wire [kRxTimerBits-1:0] rx_counter_next[0:kRxCount-1];
	reg rx_nybble_strobe;   
	reg rx_clear;           
    wire [3:0] rx_nybble = rx_counter[0][kRxTimerBits-1:kRxTimerBits-4];
	genvar rx_i, bit_i;	
	generate
		for (rx_i = 0; rx_i < kRxCount; rx_i = rx_i + 1) begin: rx_i_block
			assign rx_counter_next[rx_i] = rx_counter[rx_i] + (!text_busy && !ir_rx_reg[rx_i]);
			for (bit_i = 0; bit_i < kRxTimerBits; bit_i = bit_i + 1) begin: bit_i_block
				always @(posedge clk)
					rx_counter[rx_i][bit_i] <=
						rx_clear ? 1'b0 :
						rx_nybble_strobe ?
							(bit_i >= 4 ? rx_counter[rx_i][bit_i - 4] :
								(rx_i + 1 >= kRxCount) ? 4'hX : rx_counter[rx_i + 1][bit_i + kRxTimerBits - 4]) :
						rx_counter_next[rx_i][bit_i];
			end
		end
	endgenerate
	reg [7:0] baud_timer = 0;
	reg baud_edge;
	always @(posedge clk)
		if (baud_timer == kClockHz / kBaudRate) begin
			baud_edge <= 1;
			baud_timer <= 0;
		end
		else begin
			baud_edge <= 0;
			baud_timer <= baud_timer + 1'b1;
		end
	reg [9:0] async_tx_reg = 0;
	reg [3:0] async_tx_state = 0;
	reg async_tx_busy = 0;
	wire [7:0] async_tx_next_byte;      
	wire async_tx_request;  		    
	always @(posedge clk) begin
		if (baud_edge) begin
			txd <= kSerialInvert[0] ^ (async_tx_busy ? async_tx_reg[0] : 1'b1);
		end
		if (!async_tx_busy && async_tx_request) begin
			async_tx_reg <= { 1'b1, async_tx_next_byte, 1'b0 };
			async_tx_state <= 4'h0;
			async_tx_busy <= 1'b1;
		end		
		else if (async_tx_busy && baud_edge) begin
			async_tx_reg <= { 1'b1, async_tx_reg[9:1] };
			async_tx_state <= async_tx_state + 1'b1;
			async_tx_busy <= async_tx_state != 9;
		end
	end
	reg text_busy = 0;
	reg [6:0] text_counter = 7'hXX;
	assign async_tx_request = !async_tx_busy && text_busy;
	assign async_tx_next_byte =
		text_counter == 2 + kRxTimerNybbles * kRxCount ? "A" + {3'b0, prev_tx} :
		text_counter == 0 ? "\n" :
		(rx_nybble < 8'd10 ?
			"0" + {4'b0, rx_nybble} :
			("a" - 8'd10) + {4'b0, rx_nybble});
	always @(posedge clk) begin
		if (!text_busy) begin
			if (state_tx_end) begin
				text_busy <= 1'b1;
			end
			text_counter <= 2 + kRxTimerNybbles * kRxCount;
			rx_nybble_strobe <= 0;
			rx_clear <= 0;
		end
		else if (text_counter != 0) begin
			if (async_tx_request) begin
				text_counter <= text_counter - 1'b1;
				rx_nybble_strobe <= 1;
			end
			else
				rx_nybble_strobe <= 0;
			rx_clear <= 0;
		end
 		else begin
			if (async_tx_request) begin
				text_busy <= 0;
				rx_clear <= 1;
			end
			rx_nybble_strobe <= 0;
		end
	end
endmodule
</file>
<file path="run.sh">
#!/bin/bash
# OpenROAD 26Q1-2900-gdf79404cd8, Yosys 0.63+post, stock flow scripts
make -C /OpenROAD-flow-scripts/flow DESIGN_CONFIG=/design/flow/config.mk WORK_HOME=/design/flow/orfs finish
</file>
<file path="config.mk">
export PLATFORM = sky130hd
export DESIGN_NAME = eclsensor
export DESIGN_NICKNAME = eclsensor
export VERILOG_FILES = /design/flow/design.v
export SDC_FILE = /design/flow/constraint.sdc
export NUM_CORES = 4
export LEC_CHECK = 1
export CORE_UTILIZATION = 40
</file>
<file path="constraint.sdc">
current_design eclsensor

set clk_period 17.9
set clk_io_pct 0.2

create_clock -name clk0 -period $clk_period [get_ports {clk}]

set non_clock_inputs [all_inputs -no_clocks]
set_input_delay [expr $clk_period * $clk_io_pct] -clock clk0 $non_clock_inputs
set_output_delay [expr $clk_period * $clk_io_pct] -clock clk0 [all_outputs]
</file>
==> tab_implementation.tex <==
% Implementation results table
\begin{tabular}{lr}
\hline
Metric & Value \\
\hline
\multicolumn{2}{l}{\textbf{Status}} \\
Run status & finished, final reports clean \\
\multicolumn{2}{l}{\textbf{Detailed routing}} \\
Wire length per cell & 13.4 µm \\
Antenna diode count & 0 \\
Number of DRC markers in iteration 0 & 1057 \\
DRT Pass-1 Iters & 5 \\
Detailed Route WL & 40700 µm \\
Total vias in the final route & 16500 \\
Number of vias per cell after detailed routing & 5.42 \\
DRC violations left & 0 \\
Post-route antenna net violation count & 0 \\
\multicolumn{2}{l}{\textbf{Die}} \\
Boundary Pins & 36 \\
Number of rows in the core area & 81 \\
Die outline width & 226 µm \\
Core outline area & 0.0492 mm² \\
Init Core Util & 40.7\% \\
Floorplan die area & 0.0510 mm² \\
Vertical die dimension & 226 µm \\
\multicolumn{2}{l}{\textbf{Final layout}} \\
Post-route cell area & 0.0223 mm² \\
Max FFs per register & 320 \\
Filler Cell Count & 4607 \\
Share of final-layout standard cells stronger than drive strength 1 & 4.76\% \\
Top Layout Cells & dfxtp\_1, nor2\_1, nand2\_1 \\
Most frequent logic cell in the layout & dfxtp\_1 \\
Share of the core filled with cells & 45.4\% \\
Growth of design area from synthesis to finish & 11.6\% \\
\multicolumn{2}{l}{\textbf{Power and ir drop}} \\
Clock Power Share & 40.0\% \\
Sw frac & 26.5\% \\
Sequential power share & 49.1\% \\
Largest voltage drop on the vdd net & 0.0702 mV \\
Switching power summed over all nets & 624 µW \\
PwrDens & 106 mW/mm² \\
Total Power Consumption & 2360 µW \\
Internal power consumption & 1730 µW \\
Leakage & 0.00700 µW \\
Relative contribution of combinational cells to total power & 10.9\% \\
\multicolumn{2}{l}{\textbf{Placement}} \\
Half-perimeter wire length after placement & 24400 µm \\
RD Place Congestion & 0.819 \\
Number of buffer cells added on primary ports & 33 \\
Standard cell area after detailed placement & 0.0208 mm² \\
\multicolumn{2}{l}{\textbf{Critical path}} \\
Number of buffer and inverter stages on the critical path & 1 \\
Endpoint kind of the worst setup timing path & output pin \\
Critical path's top delay family & buffers and inverters \\
Data arrival at the endpoint of the critical path & 1.34 ns \\
Cells along the critical path & clkdlybuf4s50\_1 \\
Required time of the critical path & 14.32 ns \\
Kind of critical path & reg -> out \\
Slack of the worst reg-to-reg path & 14.70 ns \\
Number of cells traversed by the worst register-to-register path & 5 \\
Reg-to-Reg Start & rx\_nybble\_strobe \\
Max incr delay on CP & 0.45 ns \\
CP max stage cell & clkdlybuf4s50\_1 \\
Worst flop-to-flop path endpoint & rx\_counter[0][13] \\
Worst setup SP type & register \\
Critical Path Fanout Max & 1 \\
\multicolumn{2}{l}{\textbf{Logic synthesis}} \\
Per-instance average area after synthesis & 8.46 µm² \\
Area reported by Yosys stat & 0.0200 mm² \\
Distinct cell type count of the synthesized netlist & 72 \\
Synth top area share & 39.1\% \\
Share of the yosys chip area belonging to registers & 42.4\% \\
Number of synthesized flops with an enable pin & 22 \\
Largest area contributor in the synthesized netlist & dfxtp\_1 \\
Cell count after synthesis & 2366 \\
Proportion of register bits with asynchronous set or reset after synthesis & 0\% \\
Post-synthesis cell count from yosys & 2366 \\
Most used flip-flop cell & dfxtp\_1 \\
Ys Warns & 2 \\
Area of the mapped netlist & 0.0200 mm² \\
Top cells by area & dfxtp\_1, xnor2\_1, nor2\_1, a211oi\_1, nand2\_1 \\
Registers, synthesis & 413 \\
\multicolumn{2}{l}{\textbf{Clock network}} \\
Maximum buffer depth of the clock tree & 3 \\
Number of hold-repair buffers added at the cts stage & 0 \\
Total setup buffers inserted after CTS & 0 \\
Number of H-tree levels & 2 \\
Total CTS buffers & 47 \\
CTS tree & done \\
Source-to-sink clock delay at the later pin of the worst-skew pair & 0.59 ns \\
Post-CTS sizing & 0 \\
Clock slew at the register clock pins of the worst setup and hold paths & 0.05 ns \\
Root cell of the clock tree & clkbuf\_16 \\
CTS sink cnt & 413 \\
\multicolumn{2}{l}{\textbf{Final timing}} \\
Worst slew margin & 46.0\% \\
Min cycle time layout & 4.92 ns \\
Unrepaired setup endpoints after global routing & no \\
Setup\_tns & 0 ns \\
Final max-slew violation count & 0 \\
Worst Hold Margin & 0.440 ns \\
Count of endpoints failing setup in the final report & 0 \\
Skew final & 0.0251 ns \\
Final clock period utilization by the worst path & 27.5\% \\
Final Hold Viols & 0 \\
Maximum achievable frequency & 0.203 GHz \\
Measured slew at the worst slew-check pin & 0.802 ns \\
\multicolumn{2}{l}{\textbf{Worst hold path}} \\
Min-Delay Path Class & reg -> reg \\
Worst hold path depth & 1 \\
Launch point of the worst hold path & baud\_timer[0] \\
Endpoint of the worst hold-timing path & baud\_timer[0] \\
\multicolumn{2}{l}{\textbf{Global route}} \\
Global-route wire length before repair & 70500 µm \\
Pin count of the biggest net entering global routing & 136 \\
Remaining global-route overflow & 0 \\
Vias in the first global route & 15000 \\
Total global-route track usage & 16.6\% \\
Number of antenna violations at the first check in global routing & 0 \\
\multicolumn{2}{l}{\textbf{Run}} \\
Max-Cap Viols & 0 \\
Tool warning count & 35 \\
\hline
\end{tabular}
==> per-layer routing <==
layer / track usage (%) / up-vias / routed length (µm) / share of wire (%)
met1: 25.5 / 7673 / 20700 / 51
met3: 2.45 / 57 / 1620 / 4.0
met4: 3.42 / 0 / 819 / 2.0
li1: - / 8512 / - / -
met2: 25.3 / 227 / 17700 / 43
met5: 0 / - / 0 / 0
==> area by class of cell <==
cell class              instances  area (µm²)  share of cell area [%]
repair buffers                 45         420                    1.88
multi-input cells            1747       10700                    48.1
clock buffers                  73        1450                    6.47
clock inverters                14        91.3                   0.409
well taps                     664         831                    3.72
flip-flops and latches        413        8500                    38.0
inverters                      82         315                    1.41
==> worst max-delay path by stage <==
stage         startpoint       end  slack, ns  depth (start not counted)
global route    ir_tx[4]  ir_tx[4]      12.94                          1
CTS                  txd       txd      12.94                          1
finish               txd       txd      12.98                          1
==> through the flow <==
step	worst slack, ns	cells
final	12.98	3038
after global routing	12.94	3038
after CTS	12.94	3038
after detailed placement	13.56	2951
after global placement	13.56	2951
after floorplan	14.02	2366
==> cells by family (layout without fill, tap and decap cells) <==
group / Yosys count / after routing / synth area share (%)
flops: 413 / 413 / 42.4
simple gates: 964 / 964 / 23.5
compound gates: 458 / 458 / 14.7
other cells: 1 / 1 / 0.0187
buf+inv: 206 / 214 / 3.99
fa+ha+maj: 54 / 54 / 3.37
xor+xnor: 228 / 228 / 9.97
mux: 42 / 42 / 2.11
==> cell usage after synthesis, types with 3 or more instances <==
cell / n
and4b_1: 3
or3_1: 34
buf_2: 6
or4_1: 3
inv_1: 80
clkbuf_1: 107
buf_1: 6
nor3b_1: 7
nand2_1: 214
and2_1: 3
o311a_1: 4
nor2b_1: 15
o31ai_1: 3
xor2_1: 45
a31o_2: 8
nand3_1: 121
and3_1: 15
a2111oi_0: 12
a21oi_1: 138
and4_1: 20
nor2_1: 265
dfxtp_1: 391
a311oi_1: 36
mux2i_1: 41
nor3_1: 76
a221oi_1: 3
xnor2_1: 183
a31oi_1: 6
o21ai_0: 106
a211oi_1: 107
o221ai_1: 3
nand4_1: 82
a211o_1: 3
o211ai_1: 10
ha_1: 54
nor4b_1: 3
nor4_1: 87
edfxtp_1: 22
==> power by group through the flow <==
stage | logic, µW | registers, µW | clock network (µW)
5_1_grt | 302 | 1180 | 1010
4_1_cts | 262 | 1160 | 974
6_report | 258 | 1160 | 942
Power is estimated from default activity; no workload was simulated.
